### design/flow/design.v
`timescale 1ns / 1ps
module light(
	input perfect,
	input dead,
	input clk,
	output wire [7:0] led
);
parameter WIDTH = 240;
parameter HEIGHT = 480;
parameter PX_WIDTH = 60;
parameter PX_HEIGHT = 120;
parameter SQ_WIDTH = 41;  
parameter PLAYER_WIDTH = 24;
parameter PL_DRAW_WIDTH = 1;
parameter PL_COLOR = 3'b110;
parameter PL_INIT_H = 8'd8;
parameter DEBUG = 0;
parameter idleMax = DEBUG ? 60000   : 2000000;
parameter RENDER_CLK_HI_BIT = DEBUG ? 16  : 21;
parameter SEG_CLK_HI_BIT = DEBUG ? 11 : 17;
parameter NORMAL_HIT = 3;
parameter PERFECT_HIT = 5;
parameter BLINK_TIMES = 5;
parameter BLINK_PERIOD = DEBUG ? 75000 : 25000000;
parameter MAX_JUMP_DIST = 8'b11111;  
reg [7:0] led_r;
assign led = led_r;
integer times_count;
integer clk_count;
integer i;
initial begin
	times_count	= 0;
	clk_count = 0;
	i = 0;
end
reg on;
always @(posedge clk) begin
	if (dead) begin
		times_count = 0;
		clk_count = 0;
		for (i = 0; i < 8; i = i + 1) begin
			led_r[i] = 1;
		end
	end else begin
		if (perfect) begin
			times_count = BLINK_TIMES;
			clk_count = 2 * BLINK_PERIOD;
		end
		for (i = 0; i < 8; i = i + 1) begin
			led_r[i] = (times_count > 0 && clk_count > BLINK_PERIOD);
		end
		if (clk_count > 0) begin
			clk_count = clk_count - 1;
		end else if (times_count > 0) begin
			times_count = times_count - 1;
			clk_count = 2 * BLINK_PERIOD;
		end
	end
end
endmodule
### design/flow/run.sh
#!/bin/bash
# OpenROAD 26Q1-2900-gdf79404cd8, Yosys 0.63+post, stock flow scripts
make -C /OpenROAD-flow-scripts/flow DESIGN_CONFIG=/design/flow/config.mk WORK_HOME=/design/flow/orfs finish
### design/flow/config.mk
export PLATFORM = sky130hd
export DESIGN_NAME = light
export DESIGN_NICKNAME = light
export VERILOG_FILES = /design/flow/design.v
export SDC_FILE = /design/flow/constraint.sdc
export NUM_CORES = 4
export LEC_CHECK = 1
export CORE_UTILIZATION = 30
### design/flow/constraint.sdc
current_design light

set clk_period 5.7
set clk_io_pct 0.2

create_clock -name clk0 -period $clk_period [get_ports {clk}]

set non_clock_inputs [all_inputs -no_clocks]
set_input_delay [expr $clk_period * $clk_io_pct] -clock clk0 $non_clock_inputs
set_output_delay [expr $clk_period * $clk_io_pct] -clock clk0 [all_outputs]
==> notes.md <==
State of the implementation.

- The run finished with clean final reports.
- The completed layout was analyzed and its total power is 1.089 mW.
- Counting the warning lines in the Yosys log gives 1.
- At the pin with the least slew margin, the transition time is 0.8275 ns.
- The worst-case register-to-register setup slack is 2.86 ns, for reference.
- For the final routed database, the setup TNS stands at 0 ns.
- The switching portion of total power comes to 23.72%.
- The insertion delay at the late pin of the worst-skew pair is 0.32 ns, for reference.
- The via count of the first global-routing pass is roughly 3,300, for reference.
- The number of H-tree branching levels is 3, for reference.
- Looking at the critical path, the highest net fanout was between 40 and 50.
- Relative to the synthesized area, the layout overhead comes to 11.62%.
- The post-synthesis cell count from yosys is about 460, for reference.
- Setup repair after global routing left no endpoint under its margin.
- The count of instances resized after the clock tree is built is 0, for reference.
- Looking at the clock tree report, the root buffer type is clkbuf_16.
- The commonest cells after synthesis are dfxtp_1, nor2_1, a21oi_1.
- Overall routing resource usage recorded by global route was 15.31%.
- The endpoint of the worst hold path is reported as times_count[30]$_SDFF_PP0_.
- Warnings raised by the tools during the run amount to 25.
- The initial core utilization is a little under a third, for reference.
- The critical path data required time is 5.94 ns, for reference.
- Per the OpenROAD power report, switching power amounts to 0.2583 mW.
- The detailed-router iteration count before antenna repair is 4, for reference.
- The vertical die dimension is approximately 110 µm, for reference.
- The mapped netlist covers roughly 3800 µm².
- Logic depth along the worst register-to-register path is recorded as 7.
- STA lists the startpoint of the worst hold path as times_count[30]$_SDFF_PP0_.
- The synthesized design devotes to its leading area cell type 34.22% of total area.
- The report lists the power per cell area as 256.6 nW/µm².
- In the routed design, unresolved DRC markers number 0.
- The quantity of I/O buffers inserted on ports is 10, for reference.
- The clock drives 65 sinks.
- Per the OpenROAD floorplan log, the width of the die is ~110 µm.
- The number of maximum-capacitance violations recorded for the run is 0.
- The final design utilization is 34.90%, for reference.
- Per the synth stats, the flop cell with the highest instance count is dfxtp_1.
- The register share after synthesis is 34.22%, for reference.
- The clock period minus worst slack is 4.177 ns, for reference.
- The largest net degree at the start of global routing is about 54, for reference.
- The placeable core area is roughly 12,000 µm², for reference.
- The area of the synthesized netlist per yosys stat is 3802 µm², for reference.
- The number of antenna violations at the first check in global routing is 0, for reference.
- Data arrives at the worst endpoint at 4.42 ns.
- The final hold violation count recorded for this run is 0.
- Static timing analysis puts the maximum clock frequency at around 240 MHz.
- Yosys mapped a number of flops with a built-in enable equal to 0.
- The element type at the critical path start is a primary input, for reference.
- The critical path class is in2reg, for reference.
- The final tally of max-slew violations is 0, for reference.
- For this run, the script counts the antenna cells in the layout as 0.
- The final tally of setup violations is 0, for reference.
- Per the post-synthesis report, the number of cells in the design is about 460.
- The number of register bits inferred by synthesis is between 60 and 70, for reference.
- The class of the most critical hold timing path is reg2reg, for reference.
- The most frequently used library cell after synthesis is dfxtp_1.
- The overall chip area is 13,130 µm², for reference.
- The power report attributes to the sequential group a share of between 40% and 50%.
- Summed over all layers, the global routing overflow is 0.
- The number of cell rows is around 40, for reference.
- Looking at the reg2reg group, the worst path ends at times_count[4]$_SDFF_PP0_.
- The clock share of power is 45.8%, for reference.
- The total I/O pin count is 11, for reference.
- The depth of the worst hold-timing path is 1, for reference.
- The longest clock path from root to sink contains 2 buffers.
- The power report lists cell-internal power as 0.8307 mW.
- Dividing the final minimum period by the clock period gives 73.29%.
- Each instance of the synthesized netlist takes up on average around 8.2 µm².
- The maximum VDD drop is roughly 0.12 mV, for reference.
- The element type at the critical path end is a register, for reference.
- For this run, the detailed router reports a per-instance via density of 5.654.
- The routed layout has 3,534 vias.
- The leakage component of the power was reported as 1.409 nW.
- Sorting the Yosys area breakdown by cell type puts at the top dfxtp_1.
- The placement summary gives the final routability congestion estimate as 0.8897.
- TritonCTS built the clock tree.
- The final non-filler cell total is 625, for reference.
- The wire length of the first global-routing pass is 16,060 µm, for reference.
- The fraction of layout cells with a size suffix above 1 is 10.07%, for reference.
- The flow reports that combinational logic draws 9.3% of the design power.
- The clock tree skew after final layout is 0.005864 ns, for reference.
- For reference, the clock transition at the flip-flops on the worst setup and hold paths is 0.05 ns.
- For this sky-water flow run, the detailed-routed wirelength per cell is reported as 15.12 µm.
- Once placement completed, the tool counted placed cells totaling 612.
- According to the dpl log, the detail-placed design has an HPWL of 6317 µm.
- The proportion of synthesized flip-flops having asynchronous set or reset is 0%, for reference.
- Looking at the reg2reg group, the worst path starts from clk_count[16]$_SDFF_PP0_.
- TritonCTS created 9 clock buffers.
- In this run, distinct cell masters in the synthesized netlist total approximately 70.
- The report puts the hold buffer count at CTS at 0.
- The wire length after detailed routing is 9453 µm, for reference.
- The worst slew margin relative to its limit is ~44%, for reference.
- Per the repair_timing log after CTS, setup buffers inserted total 0.
- For reference, the top cells by area after synthesis are dfxtp_1, a21oi_1, nor3_1.
- Nets still carrying antenna violations after routing amount to 0.
- The iteration-0 DRC count of the detailed router is 396, for reference.
kinds of logic after synthesis:
| logic type | count (synthesis) | share of synthesized area (%) |
|---|---|---|
| AND/OR/NAND/NOR | 207 | 30.90 |
| AND-OR/OR-AND | 126 | 24.19 |
| flip-flops | 65 | 34.22 |
| buffers and inverters | 42 | 5.363 |
| XOR/XNOR | 19 | 4.376 |
| adder cells (fa/ha/maj) | 2 | 0.6580 |
| multiplexers | 1 | 0.2961 |
through the flow:
stage                     worst slack (ns)  area, µm²  hold slack (ns)
after floorplan                      1.660       3802           0.4434
after CTS                            1.565       4244           0.4658
after detailed placement             1.262       3974           0.4581
after global placement               1.257       3974           0.4580
final                                1.523       4244           0.4633
after global routing                 1.233       4244           0.4871
power groups by stage:
stage	clock, mW	sequential, mW	combinational, mW
CTS	0.513	0.488	0.101
global route	0.529	0.491	0.113
finish	0.499	0.489	0.101
state kept, by name, indices dropped and copies added, names as in the netlist:
name	cells
clk_count	32
led_r	1
times_count	32
critical path, stage by stage:
cell and delay [ns]:
buf_2 0.57, inv_1 0.17, buf_4 0.31, nand2_1 0.14
ha_1 0.24, inv_1 0.07, nor4_2 0.47, nand3_2 0.27
o211ai_1 0.23, buf_4 0.23, nand2_1 0.29, nor3_1 0.27
area by class of cell:
type	instances	area (µm²)
Inverter	8	30.03
Fill cell	1213	7918
Tap cell	168	210.2
Timing Repair Buffer	16	135.1
Sequential cell	65	1301
Multi-Input combinational cell	355	2297
Clock buffer	13	270.3
placed cells by master (no fill, tap or decap), types with 9 or more instances in the layout:
cell type and n:
o21ai_0 16, nand4_1 9, or4_1 9, xnor2_1 14, dfxtp_1 65, nand2_1 29, nor2b_1 10, nor3_1 34
nor4_1 23, nand3_1 12, nor2_1 43, clkbuf_16 9, a21oi_1 36
worst max-delay path by stage:
stage	startpoint	endpoint	slack, ns	depth (start not counted)
final	perfect	clk_count[18]$_SDFF_PP0_	1.52	12
after global routing	perfect	clk_count[18]$_SDFF_PP0_	1.23	12
after CTS	perfect	clk_count[18]$_SDFF_PP0_	1.56	12
metal layers:
layer | up-vias | track usage (%) | routed length, µm
met5 | - | 0 | 0
met4 | 0 | 2.597 | 145
met3 | 11 | 1.726 | 519
met2 | 96 | 23.76 | 4211
met1 | 1677 | 23.48 | 4577
li1 | 1750 | - | -
Power is estimated from default activity; no workload was simulated.
