===== ./design.v =====
`timescale 1ns / 1ps
module vga640x480(
	input wire dclk,			 
	input wire clr,			 
	output wire hsync,		 
	output wire vsync,		 
	output reg [2:0] red,	 
	output reg [2:0] green,  
	output reg [1:0] blue,	 
	input [2:0] memout,
	output reg [15:0] rmemaddr
	);
parameter WIDTH = 240;
parameter HEIGHT = 480;
parameter PX_WIDTH = 60;
parameter PX_HEIGHT = 120;
parameter SQ_WIDTH = 41;  
parameter PLAYER_WIDTH = 24;
parameter PL_DRAW_WIDTH = 1;
parameter PL_COLOR = 3'b110;
parameter PL_INIT_H = 8'd8;
parameter DEBUG = 0;
parameter idleMax = DEBUG ? 60000   : 2000000;
parameter RENDER_CLK_HI_BIT = DEBUG ? 16  : 21;
parameter SEG_CLK_HI_BIT = DEBUG ? 11 : 17;
parameter NORMAL_HIT = 3;
parameter PERFECT_HIT = 5;
parameter BLINK_TIMES = 5;
parameter BLINK_PERIOD = DEBUG ? 75000 : 25000000;
parameter MAX_JUMP_DIST = 8'b11111;  
parameter hpixels = 800; 
parameter vlines = 521;  
parameter hpulse = 96; 	 
parameter vpulse = 2; 	 
parameter hbp = 144; 	 
parameter hbp_real = 144 + ((640 - WIDTH) >> 1);
parameter hfp_real = 784 - ((640 - WIDTH) >> 1);
parameter hfp = 784; 	 
parameter vbp = 31; 		 
parameter vfp = 511; 	 
reg [9:0] hc;
reg [9:0] vc;
always @(posedge dclk or posedge clr)
begin
	if (clr == 1)
	begin
		hc <= 0;
		vc <= 0;
	end
	else
	begin
		if (hc < hpixels - 1)
			hc <= hc + 1;
		else
		begin
			hc <= 0;
			if (vc < vlines - 1)
				vc <= vc + 1;
			else begin
				vc <= 0;
				frameCount <= frameCount + 1;
			end
		end
	end
end
assign hsync = (hc < hpulse) ? 0:1;
assign vsync = (vc < vpulse) ? 0:1;
reg [15:0] frameCount;
initial begin frameCount = 0;  end
function [7:0] background(input [2:0] frameCount);
begin
	case (frameCount)
		0: background = 8'b11111011;  
		1: background = 8'b11111010;  
		2: background = 8'b11111110;  
		3: background = 8'b11011110;  
		4: background = 8'b11011111;  
		5: background = 8'b10111111;  
		6: background = 8'b11011011;  
		7: background = 8'b11111111;  
	endcase
end
endfunction
function [7:0] code_to_rgb;
input [2:0] c;
begin
	case (c)
		0: code_to_rgb = background(frameCount[11:9]);  
		1: code_to_rgb = 8'b11101100;  
		2: code_to_rgb = 8'b10010110;  
		3: code_to_rgb = 8'b11111000;  
		4: code_to_rgb = 8'b10100000;  
		6:   code_to_rgb = 8'b10000010;  
		default: code_to_rgb = 8'b10010010;
	endcase
end
endfunction
wire [32:0] idx;
wire inscreen;
assign idx = ((hc - hbp_real) >> 2)+ ((vc - vbp) >> 2) * PX_WIDTH;
assign inscreen = (vc >= vbp && vc < vfp) && (hc >= hbp_real && hc < hfp_real);
always @(*)
begin
	if (inscreen) begin
		rmemaddr = idx;
		{red[2:0], green[2:0], blue[1:0]} = code_to_rgb(memout);
	end else begin
		red = 0;
		green = 0;
		blue = 0;
	end
end
endmodule

===== ./run.sh =====
#!/bin/bash
# OpenROAD 26Q1-2900-gdf79404cd8, Yosys 0.63+post, stock flow scripts
make -C /OpenROAD-flow-scripts/flow DESIGN_CONFIG=/design/flow/config.mk WORK_HOME=/design/flow/orfs finish

===== ./config.mk =====
export PLATFORM = sky130hd
export DESIGN_NAME = vga640x480
export DESIGN_NICKNAME = vga640x480
export VERILOG_FILES = /design/flow/design.v
export SDC_FILE = /design/flow/constraint.sdc
export NUM_CORES = 4
export LEC_CHECK = 1
export CORE_UTILIZATION = 50

===== ./constraint.sdc =====
current_design vga640x480

set clk_period 6.5
set clk_io_pct 0.2

create_clock -name clk0 -period $clk_period [get_ports {dclk}]

set non_clock_inputs [all_inputs -no_clocks]
set_input_delay [expr $clk_period * $clk_io_pct] -clock clk0 $non_clock_inputs
set_output_delay [expr $clk_period * $clk_io_pct] -clock clk0 [all_outputs]

==> out/qor.json <==
{
  "yosysWarningCount": {"value": 1},
  "cts.reportedPaths.clkPinSlew": {"value": 0.07, "unit": "ns"},
  "max_slew_margin_vs_limit": {"value": 47.3, "unit": "%"},
  "ys_top_cells_by_count": {"value": "sky130_fd_sc_hd__inv_1, sky130_fd_sc_hd__xnor2_1, sky130_fd_sc_hd__ha_1, sky130_fd_sc_hd__nor2_1, sky130_fd_sc_hd__nand2_1"},
  "status": {"value": "complete, no violations"},
  "finalClockSkew": {"value": 0.00480, "unit": "ns"},
  "finalClockPeriodUsage": {"value": 64.5, "unit": "%"},
  "worst-endpoint-arrival": {"value": 2.89, "unit": "ns"},
  "power_per_cell_area": {"value": 95.8, "unit": "nW/um2"},
  "finalHoldViolCount": {"value": 0},
  "drt-vias-per-instance": {"value": 5.32},
  "setup_repair_after_global_routing_missed_its_margin": {"value": "no"},
  "crit_path_max_fanout": {"value": 7},
  "top_non_seq_family": {"value": "AND-OR/OR-AND gates"},
  "post_detail_place_hpwl": {"value": 5510, "unit": "um"},
  "time_the_worst_path_needs_with_i_o_delays_and_setup": {"value": 4.19, "unit": "ns"},
  "grt_pass1_vias": {"value": 2629},
  "floorplan.initialDensity": {"value": 52.2, "unit": "%"},
  "worst_ep_required_time": {"value": 5.20, "unit": "ns"},
  "fmaxAchievable": {"value": 238, "unit": "MHz"},
  "synth-main-ff-cell": {"value": "sky130_fd_sc_hd__dfrtp_1"},
  "postSynth.asyncResetShare": {"value": 41.7, "unit": "%"},
  "finalInstanceArea": {"value": 4290, "unit": "um2"},
  "worst-slew-pin-transition": {"value": 0.790, "unit": "ns"},
  "synth.mux.area_fraction": {"value": 0.559, "unit": "%"},
  "post_synthesis_chip_area_from_yosys": {"value": 3810, "unit": "um2"},
  "die_height": {"value": 89.3, "unit": "um"},
  "element_type_at_the_critical_path_start": {"value": "input port"},
  "holdCritPathClass": {"value": "flop to flop"},
  "power_leakage": {"value": 1.76, "unit": "nW"},
  "tool_warnings": {"value": 30},
  "first_pass_drt_iterations": {"value": 4},
  "dieWidth": {"value": 89.3, "unit": "um"},
  "placementRows": {"value": 31},
  "io_pins": {"value": 31},
  "setup_total_negative_slack": {"value": 0, "unit": "ns"},
  "untimed_endpoints": {"value": 32},
  "synthTopCellsByArea": {"value": "sky130_fd_sc_hd__dfrtp_1, sky130_fd_sc_hd__ha_1, sky130_fd_sc_hd__edfxtp_1, sky130_fd_sc_hd__xnor2_1, sky130_fd_sc_hd__dlxtp_1"},
  "worst_path_dominant_cell_family": {"value": "buffers and inverters"},
  "post-synth-top-area-cell": {"value": "sky130_fd_sc_hd__dfrtp_1"},
  "ys_cells": {"value": 424},
  "synthesized_area_fraction_occupied_by_adder_cells": {"value": 17.3, "unit": "%"},
  "post_synthesis_share_of_cell_area_spent_on_and_or_and_or_and_gates": {"value": 18.3, "unit": "%"},
  "enable_flop_cells": {"value": 12},
  "tightest_hold_margin": {"value": 0.510, "unit": "ns"},
  "cts_max_path_buffers": {"value": 2},
  "grt-ovfl-total": {"value": 0},
  "clock-root-buffer": {"value": "sky130_fd_sc_hd__clkbuf_8"},
  "ys_sh_simple": {"value": 16.0, "unit": "%"},
  "route.antenna.diode_count": {"value": 0},
  "library_cells_used_by_synthesis": {"value": 67},
  "largest_net_degree_at_the_start_of_global_routing": {"value": 21},
  "grt_first_pass_wirelength": {"value": 11900, "unit": "um"},
  "syn2layout_area_growth": {"value": 12.6, "unit": "%"},
  "postCtsHoldBufs": {"value": 0},
  "vdd_ir_drop_max": {"value": 0.126, "unit": "mV"},
  "cpPeakStageDelay": {"value": 0.59, "unit": "ns"},
  "cts_tree": {"value": "yes"},
  "xor_and_xnor_area_share_after_synthesis": {"value": 12.6, "unit": "%"},
  "drt-total-wl": {"value": 7040, "unit": "um"},
  "core-area": {"value": 7290, "unit": "um2"},
  "final_util": {"value": 58.8, "unit": "%"},
  "unclocked_pins": {"value": 16},
  "detail_route.iter0.violations": {"value": 76},
  "preCtsSetupSlack": {"value": 2.34, "unit": "ns"},
  "setup_slack": {"value": 2.31, "unit": "ns"},
  "crit_type": {"value": "input port to output pin"},
  "clock_insertion_delay_worst_skew": {"value": 0.28, "unit": "ns"},
  "setup-violations-final": {"value": 0},
  "drive_gt1_share": {"value": 6.22, "unit": "%"},
  "ant_nets": {"value": 0},
  "post_synth.cell_area_avg": {"value": 8.98, "unit": "um2"},
  "fp.dieArea": {"value": 7970, "unit": "um2"},
  "port_buffers": {"value": 30},
  "mappedNetlistArea": {"value": 3810, "unit": "um2"},
  "max-cap-violations": {"value": 0},
  "antenna_found_initial": {"value": 0},
  "crit_slowest_cell": {"value": "sky130_fd_sc_hd__clkdlybuf4s50_1"},
  "post_cts_resize_count": {"value": 0},
  "ctsHtreeMaxLevel": {"value": 2},
  "ys.flops": {"value": 48},
  "synth_top_area_share": {"value": 13.1, "unit": "%"},
  "drt_drc_violations_left": {"value": 0},
  "netlist_instances": {"value": 424},
  "routed_wire_length_per_instance": {"value": 12.8, "unit": "um"},
  "gpl.final_weighted_congestion": {"value": 0.829},
  "path_cells": {"value": "clkdlybuf4s50_1, a2111oi_0, a2111oi_0, clkdlybuf4s50_1"},
  "cts_post_setup_buffers_inserted": {"value": 0},
  "grt_util_all_layers": {"value": 19.8, "unit": "%"},
  "worstPathBufferInverterCount": {"value": 2},
  "slew_violations": {"value": 0},
  "area_post_placement": {"value": 4170, "unit": "um2"},
  "tritoncts.num_buffers": {"value": 5},
  "worstSetupEndpointType": {"value": "output pin"},
  "vias": {"value": 2918}
}
-- worst register-to-register path: stages, from the launching register on --
cell and delay [ns]:
sky130_fd_sc_hd__dfrtp_1 0.40, sky130_fd_sc_hd__ha_1 0.23, sky130_fd_sc_hd__and4_1 0.28, sky130_fd_sc_hd__o211a_2 0.42, sky130_fd_sc_hd__o31ai_1 0.18, sky130_fd_sc_hd__nor3b_2 0.17
sky130_fd_sc_hd__buf_4 0.23
-- power breakdown --
group / total (W) / switching (W) / internal [W]
Sequential: 0.000208 / 0 / 0.000208
Clock: 0.000194 / 0.0000706 / 0.000123
Combinational: 0.00000851 / 0.00000533 / 0.00000318
-- state kept, by name, indices dropped and copies added, names as in the netlist --
register	count
frameCount	12
rmemaddr	16
vc	10
hc	10
-- kinds of logic (layout without fill, tap and decap cells) --
group | count (synthesis) | in the layout
flops | 32 | 32
fa+ha+maj | 46 | 46
simple gates | 117 | 117
xor+xnor | 54 | 54
buf+inv | 57 | 83
latches | 16 | 16
compound gates | 100 | 100
mux | 2 | 2
-- per-layer routing --
layer / global-route usage (%) / vias up / share of wire [%]
li1: - / 1549 / -
met3: 1.78 / 5 / 2.2
met5: 0 / - / 0
met4: 1.59 / 0 / 0.71
met2: 32.2 / 28 / 45
met1: 31.6 / 1336 / 52
-- area by class of cell --
| type | count | area, um2 |
|---|---|---|
| clock buffers | 6 | 82.6 |
| fillers | 671 | 3010 |
| well taps | 99 | 124 |
| flip-flops and latches | 48 | 1100 |
| multi-input cells | 319 | 2470 |
| clock inverters | 2 | 33.8 |
| inverters | 44 | 165 |
| repair buffers | 31 | 308 |
-- cells in the final DEF (no fill, tap or decap), types with 4 or more instances in the layout --
| master | instances |
|---|---|
| sky130_fd_sc_hd__nor2b_1 | 4 |
| sky130_fd_sc_hd__edfxtp_1 | 12 |
| sky130_fd_sc_hd__xnor2_1 | 41 |
| sky130_fd_sc_hd__clkbuf_8 | 6 |
| sky130_fd_sc_hd__a21o_1 | 7 |
| sky130_fd_sc_hd__and4_1 | 5 |
| sky130_fd_sc_hd__inv_1 | 41 |
| sky130_fd_sc_hd__o21ai_0 | 20 |
| sky130_fd_sc_hd__nor3_1 | 11 |
| sky130_fd_sc_hd__o21ai_1 | 7 |
| sky130_fd_sc_hd__fa_1 | 11 |
| sky130_fd_sc_hd__a31oi_1 | 4 |
| sky130_fd_sc_hd__nor2_1 | 29 |
| sky130_fd_sc_hd__a21oi_1 | 21 |
| sky130_fd_sc_hd__dlxtp_1 | 16 |
| sky130_fd_sc_hd__or3_1 | 5 |
| sky130_fd_sc_hd__o211ai_1 | 4 |
| sky130_fd_sc_hd__nand3_1 | 17 |
| sky130_fd_sc_hd__nand2b_1 | 4 |
| sky130_fd_sc_hd__ha_1 | 34 |
| sky130_fd_sc_hd__clkdlybuf4s50_1 | 30 |
| sky130_fd_sc_hd__xor2_1 | 12 |
| sky130_fd_sc_hd__nand2_1 | 22 |
| sky130_fd_sc_hd__dfrtp_1 | 20 |
-- through the flow --
stage          power (W)  instances
2_1_floorplan   0.000216        424
3_3_place_gp    0.000221        541
3_5_place_dp    0.000221        541
4_1_cts         0.000418        549
5_1_grt         0.000424        549
6_report        0.000411        549
-- final timing paths --
kind / start / end / slack, ns / cells past startpoint
min reg2reg: hc[0] / hc[0] / 0.51 / 1
max reg2reg: hc[0] / frameCount[6] / 4.27 / 6
min: hc[0] / hc[0] / 0.51 / 1
max in group asynchronous: clr / vc[3] / 4.45 / 2
max: memout[0] / green[0] / 2.31 / 4
min in group asynchronous: clr / vc[5] / 1.55 / 2
Power and IR drop assume default switching activity.
